File: design/flow/design.v
`timescale 1ns/1ps
`default_nettype none
module mdu_rv64 #(
    parameter int XLEN = 64
)(
    input  wire                 clk,
    input  wire                 rst_n,
    input  wire                 req_valid,
    output logic                req_ready,
    input  wire [XLEN-1:0]      rs1_data,
    input  wire [XLEN-1:0]      rs2_data,
    input  wire [2:0]           funct3,
    input  wire                 is_word_op,
    output logic                resp_valid,
    output logic [XLEN-1:0]     result
);
    localparam logic [2:0] F3_MUL    = 3'b000;
    localparam logic [2:0] F3_MULH   = 3'b001;
    localparam logic [2:0] F3_MULHSU = 3'b010;
    localparam logic [2:0] F3_MULHU  = 3'b011;
    localparam logic [2:0] F3_DIV    = 3'b100;
    localparam logic [2:0] F3_DIVU   = 3'b101;
    localparam logic [2:0] F3_REM    = 3'b110;
    localparam logic [2:0] F3_REMU   = 3'b111;
    typedef enum logic [2:0] {
        S_IDLE,
        S_MUL_STAGE1,
        S_MUL_STAGE2,
        S_MUL_DONE,
        S_DIV_COMPUTE,
        S_DIV_DONE
    } state_t;
    state_t state, next_state;
    logic [XLEN-1:0]  op1_reg, op2_reg;
    logic [2:0]       funct3_reg;
    logic             is_word_reg;
    logic             op1_signed, op2_signed;
    logic             is_div_op;
    logic             result_negate;
    logic             remainder_negate;
    logic signed [XLEN:0]       mul_op1_signed;
    logic signed [XLEN:0]       mul_op2_signed;
    logic signed [2*XLEN+1:0]   mul_result_full;
    logic [2*XLEN-1:0]          mul_result_reg;
    logic [XLEN-1:0]  dividend_reg;
    logic [XLEN-1:0]  divisor_reg;
    logic [XLEN-1:0]  quotient_reg;
    logic [XLEN-1:0]  remainder_reg;
    logic [6:0]       div_counter;
    logic             div_by_zero;
    logic             div_overflow;
    wire [6:0] div_iterations = is_word_reg ? 7'd32 : 7'd64;
    wire [XLEN-1:0] op1_word = is_word_reg ?
        (op1_signed ? {{32{rs1_data[31]}}, rs1_data[31:0]} : {32'b0, rs1_data[31:0]}) :
        rs1_data;
    wire [XLEN-1:0] op2_word = is_word_reg ?
        (op2_signed ? {{32{rs2_data[31]}}, rs2_data[31:0]} : {32'b0, rs2_data[31:0]}) :
        rs2_data;
    logic [5:0]      bit_idx;
    logic [XLEN:0]   temp_remainder;
    logic [XLEN-1:0] div_q_final;
    logic [XLEN-1:0] div_r_final;
    always_comb begin
        bit_idx        = (is_word_reg ? 6'd31 : 6'd63) - div_counter[5:0];
        temp_remainder = {remainder_reg[XLEN-2:0], dividend_reg[bit_idx]};
    end
    always_comb begin
        div_q_final = result_negate    ? -quotient_reg  : quotient_reg;
        div_r_final = remainder_negate ? -remainder_reg : remainder_reg;
    end
    always_comb begin
        op1_signed = 1'b0;
        op2_signed = 1'b0;
        is_div_op  = 1'b0;
        case (funct3)
            F3_MUL:    begin op1_signed = 1'b1; op2_signed = 1'b1; end
            F3_MULH:   begin op1_signed = 1'b1; op2_signed = 1'b1; end
            F3_MULHSU: begin op1_signed = 1'b1; op2_signed = 1'b0; end
            F3_MULHU:  begin op1_signed = 1'b0; op2_signed = 1'b0; end
            F3_DIV:    begin op1_signed = 1'b1; op2_signed = 1'b1; is_div_op = 1'b1; end
            F3_DIVU:   begin op1_signed = 1'b0; op2_signed = 1'b0; is_div_op = 1'b1; end
            F3_REM:    begin op1_signed = 1'b1; op2_signed = 1'b1; is_div_op = 1'b1; end
            F3_REMU:   begin op1_signed = 1'b0; op2_signed = 1'b0; is_div_op = 1'b1; end
            default: ;
        endcase
    end
    always_comb begin
        next_state = state;
        case (state)
            S_IDLE: begin
                if (req_valid && req_ready) begin
                    if (is_div_op)
                        next_state = S_DIV_COMPUTE;
                    else
                        next_state = S_MUL_STAGE1;
                end
            end
            S_MUL_STAGE1:  next_state = S_MUL_STAGE2;
            S_MUL_STAGE2:  next_state = S_MUL_DONE;
            S_MUL_DONE:    next_state = S_IDLE;
            S_DIV_COMPUTE: begin
                if (div_counter >= (div_iterations - 7'd1) || div_by_zero)
                    next_state = S_DIV_DONE;
            end
            S_DIV_DONE:    next_state = S_IDLE;
            default:       next_state = S_IDLE;
        endcase
    end
    always_ff @(posedge clk or negedge rst_n) begin
        if (!rst_n) begin
            state            <= S_IDLE;
            req_ready        <= 1'b1;
            resp_valid       <= 1'b0;
            result           <= '0;
            op1_reg          <= '0;
            op2_reg          <= '0;
            funct3_reg       <= '0;
            is_word_reg      <= 1'b0;
            mul_result_reg   <= '0;
            dividend_reg     <= '0;
            divisor_reg      <= '0;
            quotient_reg     <= '0;
            remainder_reg    <= '0;
            div_counter      <= '0;
            div_by_zero      <= 1'b0;
            div_overflow     <= 1'b0;
            result_negate    <= 1'b0;
            remainder_negate <= 1'b0;
        end else begin
            state <= next_state;
            case (state)
                S_IDLE: begin
                    resp_valid <= 1'b0;
                    if (req_valid && req_ready) begin
                        req_ready   <= 1'b0;
                        funct3_reg  <= funct3;
                        is_word_reg <= is_word_op;
                        op1_reg     <= op1_word;
                        op2_reg     <= op2_word;
                        if (is_div_op) begin
                            div_counter <= '0;
                            div_by_zero <= (op2_word == '0);
                            if (op1_signed && op2_signed) begin
                                if (is_word_op)
                                    div_overflow <= (rs1_data[31:0] == 32'h8000_0000) &&
                                                    (rs2_data[31:0] == 32'hFFFF_FFFF);
                                else
                                    div_overflow <= (rs1_data == 64'h8000_0000_0000_0000) &&
                                                    (rs2_data == 64'hFFFF_FFFF_FFFF_FFFF);
                            end else begin
                                div_overflow <= 1'b0;
                            end
                            if (funct3 == F3_DIV) begin
                                result_negate    <= (op1_word[XLEN-1] ^ op2_word[XLEN-1]) &&
                                                    op1_signed && (op2_word != '0);
                                remainder_negate <= op1_word[XLEN-1] && op1_signed;
                            end else if (funct3 == F3_REM) begin
                                result_negate    <= op1_word[XLEN-1] && op1_signed;
                                remainder_negate <= op1_word[XLEN-1] && op1_signed;
                            end else begin
                                result_negate    <= 1'b0;
                                remainder_negate <= 1'b0;
                            end
                            dividend_reg  <= (op1_signed && op1_word[XLEN-1]) ? -op1_word : op1_word;
                            divisor_reg   <= (op2_signed && op2_word[XLEN-1]) ? -op2_word : op2_word;
                            quotient_reg  <= '0;
                            remainder_reg <= '0;
                        end
                    end
                end
                S_MUL_STAGE1: begin
                    mul_op1_signed <= op1_signed ? $signed({op1_reg[XLEN-1], op1_reg}) :
                                                   $signed({1'b0,            op1_reg});
                    mul_op2_signed <= op2_signed ? $signed({op2_reg[XLEN-1], op2_reg}) :
                                                   $signed({1'b0,            op2_reg});
                end
                S_MUL_STAGE2: begin
                    mul_result_full <= mul_op1_signed * mul_op2_signed;
                end
                S_MUL_DONE: begin
                    resp_valid <= 1'b1;
                    req_ready  <= 1'b1;
                    case (funct3_reg)
                        F3_MUL: begin
                            if (is_word_reg)
                                result <= {{32{mul_result_full[31]}}, mul_result_full[31:0]};
                            else
                                result <= mul_result_full[XLEN-1:0];
                        end
                        F3_MULH, F3_MULHSU, F3_MULHU:
                            result <= mul_result_full[2*XLEN-1:XLEN];
                        default:
                            result <= mul_result_full[XLEN-1:0];
                    endcase
                end
                S_DIV_COMPUTE: begin
                    if (!div_by_zero && !div_overflow) begin
                        if (temp_remainder >= {1'b0, divisor_reg}) begin
                            remainder_reg <= temp_remainder[XLEN-1:0] - divisor_reg;
                            quotient_reg  <= {quotient_reg[XLEN-2:0], 1'b1};
                        end else begin
                            remainder_reg <= temp_remainder[XLEN-1:0];
                            quotient_reg  <= {quotient_reg[XLEN-2:0], 1'b0};
                        end
                        div_counter <= div_counter + 1;
                    end
                end
                S_DIV_DONE: begin
                    resp_valid <= 1'b1;
                    req_ready  <= 1'b1;
                    if (div_by_zero) begin
                        case (funct3_reg)
                            F3_DIV, F3_DIVU: result <= '1;
                            F3_REM, F3_REMU: begin
                                if (is_word_reg)
                                    result <= {{32{op1_reg[31]}}, op1_reg[31:0]};
                                else
                                    result <= op1_reg;
                            end
                            default: result <= '0;
                        endcase
                    end else if (div_overflow) begin
                        case (funct3_reg)
                            F3_DIV: begin
                                if (is_word_reg)
                                    result <= {{32{1'b1}}, 32'h8000_0000};
                                else
                                    result <= 64'h8000_0000_0000_0000;
                            end
                            F3_REM: result <= '0;
                            default: result <= '0;
                        endcase
                    end else begin
                        case (funct3_reg)
                            F3_DIV, F3_DIVU: begin
                                if (is_word_reg)
                                    result <= {{32{div_q_final[31]}}, div_q_final[31:0]};
                                else
                                    result <= div_q_final;
                            end
                            F3_REM, F3_REMU: begin
                                if (is_word_reg)
                                    result <= {{32{div_r_final[31]}}, div_r_final[31:0]};
                                else
                                    result <= div_r_final;
                            end
                            default: result <= '0;
                        endcase
                    end
                end
                default: begin
                    req_ready  <= 1'b1;
                    resp_valid <= 1'b0;
                end
            endcase
        end
    end
endmodule
File: design/flow/config.mk
export PLATFORM = sky130hd
export DESIGN_NAME = mdu_rv64
export DESIGN_NICKNAME = mdu_rv64
export VERILOG_FILES = /design/flow/design.v
export SDC_FILE = /design/flow/constraint.sdc
export NUM_CORES = 4
export LEC_CHECK = 1
export CORE_UTILIZATION = 30
File: design/flow/constraint.sdc
current_design mdu_rv64

set clk_period 48.4
set clk_io_pct 0.2

create_clock -name clk0 -period $clk_period [get_ports {clk}]

set non_clock_inputs [all_inputs -no_clocks]
set_input_delay [expr $clk_period * $clk_io_pct] -clock clk0 $non_clock_inputs
set_output_delay [expr $clk_period * $clk_io_pct] -clock clk0 [all_outputs]
File: design/flow/run.sh
#!/bin/bash
# OpenROAD 26Q1-2900-gdf79404cd8, Yosys 0.63+post, stock flow scripts
make -C /OpenROAD-flow-scripts/flow DESIGN_CONFIG=/design/flow/config.mk WORK_HOME=/design/flow/orfs finish
==> impl_metrics.json <==
{
  "insertion_delay_ns": 0.77,
  "synthTopLogicFamily": "adder cells",
  "cts_made_buffers": 92,
  "critPathRequiredTime_ns": 49.06,
  "fp_util_pct": 30.1,
  "clk_path_buf_depth": 3,
  "ys.warnings.count": 1,
  "syn_area_um2": 180000,
  "drtPass1Iterations": 6,
  "antenna_left": 0,
  "synthXorXnorAreaFrac_pct": 2.06,
  "syn_to_final_growth_pct": 7.90,
  "ios": 201,
  "mux_share_pct": 0.443,
  "fin_skew_ns": 0.0719,
  "tns_ns": 0,
  "setup_viol": 0,
  "core_region_area_um2": 598000,
  "synth_cell_types": 103,
  "numSynthFlops": 729,
  "crit_chain": "clkdlybuf4s50_1 -> or4_1 -> nor4_1 -> buf_4 -> nand4bb_1 -> or4b_1 -> a21oi_2 -> o21ai_1 -> o21ai_0 -> a21oi_1 -> nor2_1 -> a31oi_1 -> o21ai_1",
  "path_class": "input pin to flop",
  "io_buffers": 200,
  "synth-simple-area-share_pct": 16.4,
  "lay_top_cells": "fa_1 (4467), inv_1 (4114), nand2_1 (3004)",
  "cpPeakStageDelay_ns": 0.81,
  "final_hold_viol_count": 0,
  "grt_overflow_total": 0,
  "wl_per_cell_um": 24.5,
  "irDropWorstVdd_v": 0.0000240,
  "yosys.area_share.aoi_pct": 5.83,
  "die_area_um2": 604000,
  "cellPowerDensity_nw_per_um2": 7.37,
  "crit_top_cell": "o21ai_1",
  "drv_slew": 0,
  "crit_path_max_fanout": 7,
  "ys_sh_adder_pct": 53.2,
  "drtIter0Drc": 6661,
  "die_w_um": 777,
  "postPlaceCellArea_um2": 191000,
  "grt_use_total_pct": 23.7,
  "status": "finished, final reports clean",
  "place.gp.congestion": 1.02,
  "period_used_pct": 28.6,
  "leakagePower_nw": 95.2,
  "rows": 284,
  "synth-edff-count": 258,
  "crit_arrival_ns": 14.48,
  "async_flop_share_pct": 64.6,
  "grt_pass1_vias": 143000,
  "holdCritPathClass": "flop to flop",
  "fin_util_pct": 32.5,
  "period_needed_ns": 13.82,
  "slowest_stage": "or4b_1",
  "grt_pass1_wl_mm": 985,
  "fin_ws_ns": 34.58,
  "crit_buf_inv": 2,
  "antenna_found_initial": 58,
  "cts.clk_slew.worst_paths_ns": 0.06,
  "warnings": 30,
  "postSynthAreaPerCell_um2": 9.32,
  "cts_root_buffer": "clkbuf_16",
  "synth_cells": 19400,
  "vias": 130000,
  "cts_tree": "done",
  "post_cts.repair.setup_buffers": 0,
  "grt_max_degree": 105,
  "ys_cells": 19400,
  "slew_headroom_pct": 16.7,
  "cp-end-kind": "flop",
  "die_h_um": 777,
  "ys_area_um2": 180000,
  "largest_reg_flops": 128,
  "dp_hpwl_mm": 557,
  "timing.hold.ws_ns": 0.444,
  "htreeDepth": 3,
  "tightest_slew_ns": 1.24,
  "place_ws_ns": 33.92,
  "cts_resized": 0,
  "largest_register": "mul_result_full",
  "via_per_inst": 4.83,
  "ys_dominant_reg_cell": "dfrtp_1",
  "max_freq_ghz": 0.0723,
  "final_area_um2": 195000,
  "drv_cap": 0,
  "reg.largest.list": "mul_result_full x128, mul_op1_signed x65, mul_op2_signed x65",
  "drc": 0,
  "cp_top_family": "simple AND/OR/NAND/NOR gates",
  "cts_sinks": 729,
  "crit_path_start_kind": "input pin",
  "wirelength_mm": 661,
  "drive_gt1_share_pct": 3.92,
  "rsz0062_at_grt": "no",
  "lay_top_count": "fa_1",
  "hold_buffers": 0,
  "yosysSeqAreaShare_pct": 10.8
}
## layer usage
metal	vias to the layer above	wire, um	global-route usage [%]
met2	5868	295000	34.9
met5	-	747	0.798
met3	1127	89400	13.0
met1	67200	247000	30.5
met4	50	28200	7.37
li1	56000	-	-
## worst paths after layout
path	depth (start not counted)	from	slack [ns]	endpoint
setup / recovery	13	rs1_data[20]	34.58	dividend_reg[59]
setup reg to reg	33	mul_op1_signed[64]	36.39	mul_result_full[126]
max in group asynchronous	5	rst_n	36.54	quotient_reg[17]
hold reg to reg	0	op2_reg[41]	0.44	mul_op2_signed[41]
hold / removal	0	op2_reg[41]	0.44	mul_op2_signed[41]
min in group asynchronous	1	rst_n	8.87	result[31]
## cells in the mapped netlist, types with 14 or more instances
cell type  number  area share [%]
o21ai_1        61            0.17
or3_1          46            0.16
clkbuf_1     1210             2.5
and2_1       2122             7.4
mux4_2         21            0.26
nand2b_1       28           0.097
or4_1          25            0.10
or2_2          20           0.069
ha_1          516             3.6
o41ai_1        29            0.14
fa_1         4469              50
buf_1          28           0.058
nor4_1         34            0.12
nand2_1      3005             6.3
o31ai_1        67            0.28
o221ai_1       45            0.22
a221oi_1       23            0.11
a21o_1        122            0.51
nor2_1        297            0.62
a211oi_1       20           0.083
a21oi_1       489             1.4
o21a_1         40            0.17
xnor2_1       230             1.1
a31oi_1        68            0.24
xor2_1        194            0.94
nor3_1         86            0.24
nand3_1       146            0.41
o21ai_0       511             1.4
o21bai_1       46            0.19
dfrtp_1       469             6.5
inv_1        4115             8.6
nand4_1        86            0.30
and3_1         35            0.12
edfxtp_1      258             4.3
nor2b_1        86            0.30
a22o_1         14           0.068
mux2i_1        18            0.10
o211ai_1       32            0.13
o22ai_1        19           0.066
## kinds of logic (layout without fill, tap and decap cells)
family | count (synthesis) | after routing
and+or+nand+nor | 6073 | 6073
AOI/OAI and AO/OA | 1720 | 1720
DFF | 729 | 729
buffers and inverters | 5369 | 4964
muxes | 52 | 52
other | 0 | 19
adders and majority gates | 4985 | 4985
xor gates and xnor gates | 424 | 424
## final cells by class
class / count / area (um2)
antenna: 19 / 47.5
clock buffer: 122 / 2530
clock inverter: 50 / 586
fill: 61300 / 404000
inverter: 4116 / 15500
multi-input combinational: 13300 / 141000
sequential: 729 / 19500
tap: 8008 / 10000
timing repair buffer: 676 / 5680
## power by group
group	internal [W]	switching, W	leakage (nW)
Clock	0.000419	0.000318	1.51
Sequential	0.000636	0	9.47
Combinational	0.0000214	0.0000393	84.2
Total	0.00108	0.000358	95.2
## through the flow
stage | power, W | std cells
final | 0.00143 | 27000
after global routing | 0.00147 | 27000
after CTS | 0.00145 | 27000
after detailed placement | 0.000709 | 26800
after global placement | 0.000710 | 26800
after floorplan | 0.000669 | 19400
Power is estimated from default activity; no workload was simulated.
